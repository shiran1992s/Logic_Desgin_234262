File: design/flow/design.v
module ALU (a, b, alu_control, out);
  input signed [31:0] a, b;
  input [2:0] alu_control;
  output reg signed [31:0] out;
  always @ (a, b, alu_control) begin     
    case(alu_control)
      3'b000: out <= (a + b) ;    
      3'b001: out <= (a - b) ;    
      3'b010: out <= (a & b) ;   
      3'b011: out <= (a | b) ;   
      3'b100: out <= ~(a | b) ;   
      3'b101: out <= (a ^ b) ;   
      default: out <= {32{1'bx}};
    endcase
  end 
endmodule
File: design/flow/run.sh
#!/bin/bash
# OpenROAD 26Q1-2900-gdf79404cd8, Yosys 0.63+post, stock flow scripts
make -C /OpenROAD-flow-scripts/flow DESIGN_CONFIG=/design/flow/config.mk WORK_HOME=/design/flow/orfs finish
File: design/flow/constraint.sdc
current_design ALU

set clk_period 19.1
set clk_io_pct 0.2

create_clock -name clk0 -period $clk_period

set non_clock_inputs [all_inputs -no_clocks]
set_input_delay [expr $clk_period * $clk_io_pct] -clock clk0 $non_clock_inputs
set_output_delay [expr $clk_period * $clk_io_pct] -clock clk0 [all_outputs]
File: design/flow/config.mk
export PLATFORM = sky130hd
export DESIGN_NAME = ALU
export DESIGN_NICKNAME = ALU
export VERILOG_FILES = /design/flow/design.v
export SDC_FILE = /design/flow/constraint.sdc
export NUM_CORES = 4
export LEC_CHECK = 1
export CORE_UTILIZATION = 30
==> impl_metrics.toml <==
# flow metrics
[status]
status = "complete, no violations"

[synth]
top_area_share_pct = 26.0
ys_cells = 635
yosysUniqueCellTypes = 65
ys_chip_area_um2 = 4620
top_cells_by_area = "ha_1 26%, xnor2_1 8.7%, a21oi_1 6.7%"
syn_area_um2 = 4620
synth-seq-area-share_pct = 0
avgSynthCellArea_um2 = 7.27
yosysWarnings = 1
netlist_instances = 635
yosys.area.top_type = "ha_1"

[cells_and_area]
flop_area_um2 = 0
drive_gt1_share_pct = 6.37
lay_top_cells = "98 x clkdlybuf4s50_1, 96 x ha_1, 76 x inv_1"
layout_top_cell = "clkdlybuf4s50_1"
clkbuf_count = 0
logic_area_um2 = 4140
area_growth_pct = 23.3
final.fill_count = 1530
flops = 0

[final_timing]
slew_headroom_pct = 55.3
fin_tns_setup_ns = 0
fin_crit_sh_pct = 64.0
slew_viol_final = 0
fin_crit_ns = 12.23
fin_ws_ns = 6.87
fmax_mhz = 81.8
setup-violations-final = 0
worst_pin_slew_ns = 0.670
rsz0062_at_grt = "no"
finalHoldViolations = 0

[setup_path]
cp_max_fo = 56
cp.required_ns = 15.28
critPathMostFrequentCell = "buf_4"
crit_chain = "buf_4 > buf_4 > nor3b_2 > buf_4 > nor2_1 > xnor2_1 > ha_1 > and4_2 > and3_1 > a2111oi_4 > o21a_1 > nor3_1 > a21oi_1 > xor2_1 > o221ai_1 > clkdlybuf4s50_1"
slowest_delay_ns = 0.61
cp.arrival_ns = 8.41
end_kind = "output port"
worstSetupPathType = "in2out"
start_kind = "primary input"
cp_slowest_cell = "buf_4"

[detailed_routing]
drt_pass1_iterations = 4
vias = 4594
remaining_drc_errors = 0
diodes = 0
first_iter_violations = 214
viasPerCell = 5.16
ant_nets = 0
wl_per_cell_um = 14.8
routed_wl_mm = 13.2

[power]
pwr-share-seq_pct = 0
cellPowerDensity_nw_per_um2 = 33.7
power.leakage_nw = 2.60
pwr-share-comb_pct = 100.0
switching_share_pct = 48.5
switchingPower_w = 0.0000930
internal-power_w = 0.0000987
worst_ir_drop_vdd_mv = 0.0154
pwr-share-clk_pct = 0

[min_path]
min_path_type = "in2out"
min_path_cells = 3
hold_end = "out[0]"
min_from = "alu_control[0]"

[global_route]
gr-total-overflow = 0
grtUsageTotal_pct = 16.7
grt_pass1_vias = 4332
grt_pass1_wl_mm = 21.7
antenna_found_initial = 0
grt_max_degree = 57

[place]
post-place-ws_ns = 6.92
dp_hpwl_mm = 10.7
port_buffers = 99
gp_congestion = 0.912

[clock_tree]
holdBufCountCts = 0
cts_resized = 0
cts_setup_buffers = 0

[floorplan]
fp_util_pct = 31.3
die_y_um = 126
die_w_um = 126
core.rowCount = 44
dieArea_um2 = 15900
io_pins = 99
core-area_um2 = 14800

[job]
maxCapViolCount = 0
tool_warnings = 65
==> logic make-up after synthesis <==
| group | share of synthesized area (%) |
|---|---|
| muxes | 9.14 |
| adders and majority gates | 26.5 |
| AOI/OAI and AO/OA | 28.6 |
| buffers and inverters | 10.4 |
| and+or+nand+nor | 13.9 |
| xor gates and xnor gates | 11.6 |
==> worst max path at each step <==
| stage | start | to | slack, ns | cells past startpoint |
|---|---|---|---|---|
| 5_1_grt | alu_control[0] | out[24] | 6.56 | 16 |
| 6_report | alu_control[0] | out[24] | 6.87 | 16 |
| 4_1_cts | alu_control[0] | out[24] | 6.91 | 16 |
==> area by class of cell <==
type                            instances  area share (%)
Timing Repair Buffer                  105            18.2
Tap cell                              184            4.05
Inverter                               76            5.01
Multi-Input combinational cell        525            72.8
==> Yosys cell counts (5+ instances only) <==
master / instances
a21o_1: 13
a21oi_1: 62
a31oi_1: 9
and3_1: 6
clkbuf_1: 20
ha_1: 96
inv_1: 76
mux2_2: 17
mux2i_1: 23
nand2_1: 50
nand4_1: 10
nor2_1: 31
nor4_1: 5
o211ai_1: 14
o21ai_0: 25
o221ai_1: 13
o22ai_1: 17
o31ai_1: 5
xnor2_1: 46
xor2_1: 15
==> worst max-delay path: cells and delay by family <==
kind,cells,cell delay (ns)
xor gates and xnor gates,2,0.22
and+or+nand+nor,5,1.19
buffers and inverters,4,1.75
adders and majority gates,1,0.33
AOI/OAI and AO/OA,4,1.02
==> routing by layer <==
layer	part of all wire [%]	routed length, µm	track usage (%)	vias to the layer above
li1	-	-	-	2412
met2	45	5940	28.1	104
met4	0.45	59	1.06	0
met3	4.2	551	0.476	6
met1	50	6660	24.9	2072
met5	0	0	0	-
==> power by group through the flow <==
stage	combinational [W]	sequential (W)	clock, W
4_1_cts	0.000193	0	0
5_1_grt	0.000213	0	0
6_report	0.000192	0	0
==> stage by stage <==
stage	total power, W	hold slack [ns]	std cells	cell area (µm²)	util, %
after floorplan	0.000117	7.87	635	4620	-
after global placement	0.000192	8.53	890	5690	38.6
after detailed placement	0.000191	8.53	890	5690	38.6
after CTS	0.000193	8.53	890	5690	38.6
after global routing	0.000213	8.58	890	5690	38.6
final	0.000192	8.50	890	5690	38.6
Power figures rest on the tool's default switching activity, not on a simulated workload.
