**design/flow/config.mk**
```make
export PLATFORM = sky130hd
export DESIGN_NAME = simon1
export DESIGN_NICKNAME = simon1
export VERILOG_FILES = /design/flow/design.v
export SDC_FILE = /design/flow/constraint.sdc
export NUM_CORES = 4
export LEC_CHECK = 1
export CORE_AREA = 10 10 70 70
export DIE_AREA = 0 0 80 80
```
**design/flow/constraint.sdc**
```tcl
current_design simon1

set clk_period 1.9
set clk_io_pct 0.2

create_clock -name clk0 -period $clk_period [get_ports {clock}]

set non_clock_inputs [all_inputs -no_clocks]
set_input_delay [expr $clk_period * $clk_io_pct] -clock clk0 $non_clock_inputs
set_output_delay [expr $clk_period * $clk_io_pct] -clock clk0 [all_outputs]
```
**design/flow/design.v**
```verilog
module simon1 (clock, reset, in, out);
  input wire clock, reset;
  input wire [1:0] in;
  output reg [1:0] out;
  localparam [2:0]
    start = 000,
    R = 001,
    G = 010,
    B = 011,
    Y = 100,
    win = 101,
    game_over = 110;
  reg[2:0] state_reg, state_next; 
  always @(posedge clock, posedge reset)
  begin
    if (reset) begin
        state_reg <= start;
    end
    else begin
        state_reg <= state_next;
    end
  end 
  always @(in, state_reg) begin 
    state_next = state_reg;  
    out = 00;  
    case(state_reg)
        start : begin
            if (in==2'b00) begin
                state_next = R;
                out = 00;
            end
            else if (in==2'b01) begin
                state_next = G;
                out = 00;
            end
            else if (in==2'b10) begin
                state_next = B;
                out = 00;
            end
            else if (in==2'b11) begin
                state_next = Y;
                out = 00;
            end
            else begin  
                state_next = start;
                out = 00;
            end
        end
        R : begin
            if (in==2'b00) begin
                out = 10;
                state_next = win;
            end
            else begin
                out = 01;
                state_next = game_over; 
            end
        end
        G : begin
            if (in==2'b01) begin
                out = 10;
                state_next = win;
            end
            else begin
                out = 01;
                state_next = game_over; 
            end
        end
        B : begin
            if (in==2'b10) begin
                out = 10;
                state_next = win;
            end
            else begin
                out = 01;
                state_next = game_over; 
            end
        end
        Y : begin
            if (in==2'b11) begin
                out = 10;
                state_next = win;
            end
            else begin
                out = 01;
                state_next = game_over; 
            end
        end
        win : begin
            out = 10;
        end
        game_over : begin
            out = 01;
        end
    endcase
  end  
endmodule 
```
**design/flow/run.sh**
```bash
#!/bin/bash
# OpenROAD 26Q1-2900-gdf79404cd8, Yosys 0.63+post, stock flow scripts
make -C /OpenROAD-flow-scripts/flow DESIGN_CONFIG=/design/flow/config.mk WORK_HOME=/design/flow/orfs finish
```
==> flow_metrics.env <==
# implementation run metrics
export IMPL_gp_congestion=0.708
export IMPL_p_clk_frac=0.408
export IMPL_criticalPathCategory="flip-flop to output port"
export IMPL_synth_seq_share=0.578
export IMPL_viasPerCell=2.84
export IMPL_grtUsageMet1=0.0339
export IMPL_grt_max_degree=9
export IMPL_post_route_min_period_ps=1850
export IMPL_antenna_found_initial=0
export IMPL_switchingPower_w=0.0000792
export IMPL_fp_util=0.0894
export IMPL_synth_top_area_share=0.492
export IMPL_dr_pass1_iters=2
export IMPL_cp_data_required_time_ps=1520
export IMPL_grt_pass1_vias=258
export IMPL_ys_flops=7
export IMPL_clkTransAtPathRegs_ps=50
export IMPL_vias=241
export IMPL_critPathLaunch="state_reg[4]$_DFF_PP0_"
export IMPL_ir_drop_v=0.000201
export IMPL_root_buffer="clkbuf_4"
export IMPL_syn_inst=26
export IMPL_timing_hold_ws_ps=362
export IMPL_ctsLongestPathBuffers=2
export IMPL_start_kind="flip-flop"
export IMPL_skew_ps=4.62
export IMPL_yosys_most_used_dff="dfrtp_1"
export IMPL_coreArea_um2=3420
export IMPL_hold_class="input pin to asynchronous set/reset pin"
export IMPL_power_density_nw_per_um2=671
export IMPL_min_period_over_period=0.973
export IMPL_rows=21
export IMPL_dp_slack_ps=-659
export IMPL_grt_use_met2=0.0257
export IMPL_yosys_cells=26
export IMPL_synth_area_top_cells="dfrtp_1 49%, dfstp_2 8.6%, mux4_2 7.4%, or2_1 4.1%, and3b_2 3.3%"
export IMPL_postRouteAntennaNets=0
export IMPL_setup_viol=0
export IMPL_use_met3=0.0261
export IMPL_largest_area_cell="dfrtp_1"
export IMPL_final_fill_count=393
export IMPL_overflow=0
export IMPL_pwr_share_seq=0.473
export IMPL_arrival_ps=1470
export IMPL_cts_hold_buf=0
export IMPL_warnings=26
export IMPL_syn_to_final_growth_pct=63.9
export IMPL_die_area_um2=6400
export IMPL_grt_busiest_layer="met1"
export IMPL_syn_area_um2=305
export IMPL_rsz0062_at_grt="true"
export IMPL_clock_sinks=7
export IMPL_drive_gt1_frac=0.513
export IMPL_numCtsBuffers=3
export IMPL_final_cell_area_um2=500
export IMPL_worstSetupEndpointType="output port"
export IMPL_layout_top_cells="6 x dfrtp_1, 5 x buf_4, 3 x clkbuf_4"
export IMPL_avgSynthCellArea_um2=11.7
export IMPL_ios=6
export IMPL_insertion_delay_ps=250
export IMPL_drt_wl_total_um=685
export IMPL_finalHoldViolCount=0
export IMPL_async_flop_share=1.00
export IMPL_yosys_area_um2=305
export IMPL_h_tree_depth=1
export IMPL_swShare=0.236
export IMPL_layout_cells_most_common="dfrtp_1"
export IMPL_dp_hpwl_um=485
export IMPL_post_route_drc_count=0
export IMPL_critPathMaxFanout=3
export IMPL_tritoncts="done"
export IMPL_max_cap_violations=0
export IMPL_largest_reg_flops=7
export IMPL_die_x_um=80
export IMPL_diodes=0
export IMPL_enable_flop_cells=0
export IMPL_routedWlPerCell_um=8.06
export IMPL_ys_warn_count=1
export IMPL_grt_pass1_wl_mm=1.24
export IMPL_drt_initial_drc_count=26
export IMPL_cellLeakagePower_nw=0.196
export IMPL_post_dp_cell_area_um2=423
export IMPL_ys_types=18
export IMPL_worst_slack_ps=52.2
export IMPL_final_max_slew_viol_count=0
export IMPL_r2r_start="state_reg[4]$_DFF_PP0_"
export IMPL_intPower_w=0.000257
export IMPL_track_usage=0.0250
export IMPL_die_y_um=80
export IMPL_p_comb_frac=0.119
export IMPL_io_buffers=5
export IMPL_fmax_mhz=541
export IMPL_status="complete, no violations"
-- synth_stat cells (2+ instances only) --
cell,n
dfrtp_1,6
nand2_1,2
o21ai_0,2
or2_1,2
-- cells by family after synthesis --
logic type / share of synthesized area
compound gates: 0.102
buf+inv: 0.0287
flops: 0.578
mux: 0.0738
other cells: 0.0123
simple gates: 0.205
-- worst max-delay path, stage by stage, from the launching register on --
cell	delay, ps
dfrtp_1	420
mux4_2	480
or2_1	210
buf_2	110
-- cell type report --
class	count	area (um2)	area share
multi-input cells	17	163	0.325
inverters	1	3.75	0.00750
clock buffers	4	26.3	0.0525
well taps	46	57.6	0.115
flip-flops and latches	7	176	0.352
repair buffers	10	73.8	0.148
-- stage by stage --
step	power, W	setup TNS [ps]	std cells	utilization
floorplan	0.000174	0	26	-
global placement	0.000186	-1100	78	0.124
detailed placement	0.000188	-1190	78	0.124
CTS	0.000335	0	85	0.143
global route	0.000359	-17.0	85	0.147
finish	0.000336	0	85	0.147
-- power by group through the flow --
stage	Clock (W)	Combinational, W	Sequential, W
4_1_cts	0.000141	0.0000365	0.000158
5_1_grt	0.000156	0.0000437	0.000159
6_report	0.000137	0.0000399	0.000159
-- timing repair --
| action | in CTS | in global routing |
|---|---|---|
| buffers inserted | 3 | 0 |
| cloned | 0 | 0 |
| gates resized | 18 | 5 |
| setup endpoints to repair | 2 | 2 |
| pin swaps | 4 | 4 |
-- routing by layer --
| metal | vias up | share of wire |
|---|---|---|
| met3 | 0 | 0.14 |
| met4 | 0 | 0 |
| li1 | 113 | - |
| met5 | - | 0 |
| met2 | 9 | 0.36 |
| met1 | 119 | 0.50 |
-- path summary, 6_finish.rpt --
check | to | slack, ps | cells after the start
max in group asynchronous | state_reg[0]$_DFF_PP1_ | 1260 | 2
min in group clk0 | state_reg[4]$_DFF_PP0_ | 430 | 2
worst max-delay path | out[1] | 50 | 3
worst max register to register | state_reg[5]$_DFF_PP0_ | 680 | 2
worst min register to register | state_reg[5]$_DFF_PP0_ | 460 | 1
worst min-delay path | state_reg[5]$_DFF_PP0_ | 360 | 2
Power figures rest on the tool's default switching activity, not on a simulated workload.
